### ./constraint.sdc
current_design BRAM_Controller

set clk_period 4.4
set clk_io_pct 0.2

create_clock -name clk0 -period $clk_period [get_ports {clk}]

set non_clock_inputs [all_inputs -no_clocks]
set_input_delay [expr $clk_period * $clk_io_pct] -clock clk0 $non_clock_inputs
set_output_delay [expr $clk_period * $clk_io_pct] -clock clk0 [all_outputs]
### ./design.v
`timescale 1ns / 1ps
module BRAM_Controller(
    input wire clk,
    input wire reset,
    input wire start,
    output reg done_all,
    output reg [5:0] bram_addr_a,
    output reg [63:0] bram_din_a,
    output reg bram_we_a,
    output reg [5:0] bram_addr_b,
    output reg bram_en_b,
    input wire [63:0] bram_dout_b,
    output reg des_start,
    output reg [63:0] des_plain,
    output reg [63:0] des_key,
    input wire [63:0] des_cipher,
    input wire des_done
    );
    localparam IDLE      = 3'd0;
    localparam READ_RAM  = 3'd1;
    localparam WAIT_RAM  = 3'd2;
    localparam START_DES = 3'd3;
    localparam WAIT_DES  = 3'd4;
    localparam WRITE_RAM = 3'd5;
    localparam FINISH    = 3'd6;
    reg [2:0] state;
    wire [63:0] FIXED_KEY = 64'h133457799BBCDFF1;
    always @(posedge clk or posedge reset) begin
        if (reset) begin
            state <= IDLE;
            done_all <= 0;
            bram_we_a <= 0;
            bram_en_b <= 0;
            des_start <= 0;
            bram_addr_a <= 0;
            bram_addr_b <= 0;
            des_plain <= 0;
            des_key <= 0;
            bram_din_a <= 0;
        end else begin
            case (state)
                IDLE: begin
                    done_all <= 0;
                    if (start) state <= READ_RAM;
                end
                READ_RAM: begin
                    bram_addr_b <= 6'd0;
                    bram_en_b <= 1'b1;
                    state <= WAIT_RAM;
                end
                WAIT_RAM: begin
                    bram_en_b <= 1'b0; 
                    state <= START_DES;
                end
                START_DES: begin
                    des_plain <= bram_dout_b; 
                    des_key <= FIXED_KEY;
                    des_start <= 1'b1;
                    state <= WAIT_DES;
                end
                WAIT_DES: begin
                    des_start <= 1'b0;
                    if (des_done) begin
                        state <= WRITE_RAM;
                    end
                end
                WRITE_RAM: begin
                    bram_addr_a <= 6'd1; 
                    bram_din_a <= des_cipher;
                    bram_we_a <= 1'b1;
                    state <= FINISH;
                end
                FINISH: begin
                    bram_we_a <= 1'b0;
                    done_all <= 1'b1;
                end
            endcase
        end
    end
endmodule
### ./config.mk
export PLATFORM = sky130hd
export DESIGN_NAME = BRAM_Controller
export DESIGN_NICKNAME = BRAM_Controller
export VERILOG_FILES = /design/flow/design.v
export SDC_FILE = /design/flow/constraint.sdc
export NUM_CORES = 4
export LEC_CHECK = 1
export CORE_AREA = 10 10 215 215
export DIE_AREA = 0 0 225 225
### ./run.sh
#!/bin/bash
# OpenROAD 26Q1-2900-gdf79404cd8, Yosys 0.63+post, stock flow scripts
make -C /OpenROAD-flow-scripts/flow DESIGN_CONFIG=/design/flow/config.mk WORK_HOME=/design/flow/orfs finish
==> summary.txt <==
run metrics: Remaining DRCs 0, # Post-CTS Setup Buffers 0, clock latency at the later pin of the worst-skew pair 0.44 ns, setup TNS 0 ns, routability-driven placement congestion ratio 0.7502, worst setup path category flip-flop to primary output, vias per cell 3.116, initial antenna violation count 2, status completed, origin of the critical flop-to-flop path state[6], CP max-delay cell clkdlybuf4s50_1, yosys warns 1, maximum level of the CTS H-tree 4, Root Buffer Master clkbuf_16, number of instances in the synthesized netlist 375, r2r worst-path depth 2, worst-margin pin slew 0.7504 ns, Port Buffer Count 302, final std cell area, no fill 9688 sq um, startpoint of the tightest hold check path state[2], RSZ-0062 raised after global routing false, list of most frequent post-synthesis cells 140 x dfrtp_1, 74 x buf_4, 74 x mux2_2, 40 x mux2_4, 14 x mux2_1, via count 3749, slack of the worst reg-to-reg path 2.52 ns, post-synth top area cell dfrtp_1, count of antenna-violating nets left after detailed routing 0, Post-synth ARST share 100.0%, Largest delay share family, worst path buffers and inverters, tally of OpenROAD warnings 25, initial cell density of the core 14.09%, share of the synthesized area in the top cell type 59.54%, Inserted Clock Buffers 17, final-report setup violation count 0, number of I/O pins 340, Std-Cell Rows 75, highest ir drop seen on vdd 246.0 uV, f_max 400.9 MHz, global-route wire length before repair 25080 um, hold-critical path depth 0, setup skew after layout 0.008502 ns, Bufs and invs on worst path 2, CTS tree yes, Die X 225 um, hold path endpoint state[6], origin of the worst setup path des_key[0], area of the synthesized netlist per yosys stat 5884 sq um, time the final worst path needs with I/O delays and setup 2.494 ns, core area 41760 sq um, worst flop-to-flop path endpoint des_plain[57], arrival time at the worst endpoint 1.61 ns, Max clock buf depth 2, yosys cell count 375, initial detailed-routing violation count 126, type of the most critical hold path flip-flop to flip-flop, chip area 50630 sq um, signed area change from the synthesized netlist to the final layout 64.64%, number of flops mapped to enable cells by yosys 0, Cell Area, Placed 9097 sq um, largest net degree at the start of global routing 45, Sequential cell area 3537 sq um, portion of the clock cycle consumed by the worst path in the final layout 56.69%, number of library cell types mapped by synthesis 14, Crit Path Max Fanout 38, total of hold buffers inserted after clock tree synthesis 0, die extent in y 225 um, routed wire length 17370 um, series of cell instances along the critical path buf_4, clkdlybuf4s50_1, most instantiated library cell after synthesis dfrtp_1, Synth Register Bits 141, DP HPWL 13070 um, CP peak stage delay 0.54 ns, Slew HR 49.87%, fraction of final layout cells with drive strength greater than 1 23.83%, final hold viol count 0, mean instance size in the synthesized netlist 15.69 sq um, length of the first detailed-routing pass in iterations 4, drt wl/cell 14.44 um, WP depth 2, sequential-to-total area share from yosys stat 59.98%, required time of the critical path 3.52 ns, final-layout fill cell count 4310, Post-Syn Area 5884 sq um, combinational gate area 1803 sq um, leakage dissipation 4.142 nW, clock transition at the register clock pins on the worst setup and hold paths after CTS 0.06 ns, number of max-slew violations in the final report 0, kind of capture point of the worst setup path primary output, count of cells resized by post-cts repair 0, number of global-route vias before repair 3922, total of max-cap violations 0, Remaining Overflow, GRT 0, commonest register cell after synthesis dfrtp_1, cell types occupying the most area after synthesis dfrtp_1 60%, mux2_2 14%, mux2_4 10%, buf_4 9.4%, mux2_1 2.7%, Clock Sinks 141, global router's overall resource usage 6.531%, total power density per cell area 364.9 nW/um^2, startpoint type of the worst setup path flip-flop
[layer usage]
metal	global-route usage [%]	wire [um]	vias to the layer above	part of all wire, %
met2	9.813	7692	214	44
met4	0.8993	273	4	1.6
li1	-	-	1713	-
met1	7.888	6771	1801	39
met3	4.256	2604	17	15
met5	0	26	-	0.15
[flip-flops by register name, indices dropped and copies added (netlist names)]
register,cells
bram_din_a,64
des_plain,64
state,7
bram_addr_a,1
bram_en_b,1
bram_we_a,1
des_key,1
des_start,1
done_all,1
[cell type report]
class,count,area share (%)
antenna,1,0.02583
clock buffer,18,4.430
clock inverter,14,1.640
inverter,3,0.1550
multi-input combinational,179,18.61
sequential,141,36.51
tap,539,6.961
timing repair buffer,308,31.67
[metrics by stage]
stage	hold WS, ns	power, mW	instances	utilization (%)	setup slack (ns)
6_report	0.3824	3.535	1203	23.20	1.906
5_1_grt	0.4001	3.731	1202	23.19	1.798
4_1_cts	0.3795	3.626	1202	23.19	1.837
3_5_place_dp	0.3638	2.107	1170	21.79	1.833
3_3_place_gp	0.3589	2.104	1170	21.79	1.858
2_1_floorplan	0.3543	1.680	411	-	1.758
[kinds of logic (layout without fill, tap and decap cells)]
family / after synthesis / count (layout) / synth area share, %
other cells: 1 / 38 / 0.06373
simple gates: 12 / 12 / 0.9782
compound gates: 2 / 2 / 0.2551
buf+inv: 91 / 343 / 11.67
flops: 141 / 141 / 59.98
mux: 128 / 128 / 27.05
[cells in the final DEF, fill, tap and decap left out]
cell	Yosys	final
clkbuf_16	0	17
inv_8	0	2
mux2_2	74	74
dfrtp_4	0	2
clkinv_4	0	2
diode_2	0	1
mux2_4	40	40
nor2_1	7	7
mux2_1	14	14
bufinv_16	0	2
inv_1	3	2
or2_2	3	3
buf_4	74	6
inv_6	0	3
clkdlybuf4s50_1	0	302
clkinv_2	0	2
a21o_1	2	2
dfstp_2	1	1
clkbuf_1	0	1
and2_1	2	2
clkinvlp_4	0	4
conb_1	1	37
dfrtp_1	140	138
[worst max path at each step]
| stage | endpoint |
|---|---|
| after CTS | des_key[0] |
| after global routing | des_key[38] |
| final | des_key[38] |
[power breakdown]
| part | internal, mW | switching (mW) |
|---|---|---|
| Sequential | 1.42 | 0.0636 |
| Combinational | 0.461 | 0.121 |
| Clock | 0.846 | 0.622 |
| Total | 2.73 | 0.806 |
Power is estimated from default activity; no workload was simulated.
