<file path="design/flow/config.mk">
export PLATFORM = sky130hd
export DESIGN_NAME = DES_Core
export DESIGN_NICKNAME = DES_Core
export VERILOG_FILES = /design/flow/design.v
export SDC_FILE = /design/flow/constraint.sdc
export NUM_CORES = 4
export LEC_CHECK = 1
export CORE_UTILIZATION = 40
</file>
<file path="design/flow/constraint.sdc">
current_design DES_Core

set clk_period 11.6
set clk_io_pct 0.2

create_clock -name clk0 -period $clk_period [get_ports {clk}]

set non_clock_inputs [all_inputs -no_clocks]
set_input_delay [expr $clk_period * $clk_io_pct] -clock clk0 $non_clock_inputs
set_output_delay [expr $clk_period * $clk_io_pct] -clock clk0 [all_outputs]
</file>
<file path="design/flow/design.v">
`timescale 1ns / 1ps
module DES_Core(
    input wire clk,
    input wire reset,
    input wire start_i,
    input wire [63:0] plaintext_i,
    input wire [63:0] key_i,
    output reg [63:0] ciphertext_o,
    output reg done_o
    );
    reg [1:0] state;
    localparam IDLE = 2'd0, PROCESS = 2'd1, DONE = 2'd2;
    reg [3:0] round_ctr;
    reg [31:0] L, R, next_L, next_R;
    reg [63:0] k_reg;
    always @(posedge clk or posedge reset) begin
        if (reset) begin
            state <= IDLE;
            done_o <= 0;
            round_ctr <= 0;
            ciphertext_o <= 0;
        end else begin
            case (state)
                IDLE: begin
                    done_o <= 0;
                    if (start_i) begin
                        L <= plaintext_i[63:32];
                        R <= plaintext_i[31:0];
                        k_reg <= key_i;
                        round_ctr <= 0;
                        state <= PROCESS;
                    end
                end
                PROCESS: begin
                    L <= R;
                    R <= L ^ {R[28:0], R[31:29]} ^ k_reg[31:0]; 
                    k_reg <= {k_reg[62:0], k_reg[63]};
                    if (round_ctr == 15) begin
                        state <= DONE;
                    end else begin
                        round_ctr <= round_ctr + 1;
                    end
                end
                DONE: begin
                    ciphertext_o <= {R, L}; 
                    done_o <= 1'b1;
                    if (!start_i) state <= IDLE;  
                end
            endcase
        end
    end
endmodule
</file>
<file path="design/flow/run.sh">
#!/bin/bash
# OpenROAD 26Q1-2900-gdf79404cd8, Yosys 0.63+post, stock flow scripts
make -C /OpenROAD-flow-scripts/flow DESIGN_CONFIG=/design/flow/config.mk WORK_HOME=/design/flow/orfs finish
</file>
==> changes_impl.md <==
### Physical design

* Mapped Area at 8800 um^2
* Synth Area in Compound Gates at 1.04%
* Worst relative slew slack at 49.5%
* Total die size at 22600 um^2
* Routed vias/inst at 4.81
* Pre-antenna DRT Iters at 5
* Tcrit/Tclk final at 37.7%
* YS warnings at 1
* Yosys top cell by area: edfxtp_1
* Clk slew on worst S/H paths at 0.07 ns
* Seq share, synth at 64.2%
* CTS tree: built
* And+or+nand+nor area frac at 0.924%
* # setup viols final at 0
* Global route total overflow at 0
* Ys async rst share at 36.0%
* Mapped Cells at 512
* Main logic family: multiplexers
* Cell count listed in synth_stat.txt at 512
* Worst skew pair latency at 0.42 ns
* Worst-Margin Slew at 0.757 ns
* Yosys stat chip area at 8800 um^2
* Total Negative Setup Slacks at 0 ns
* Hpwl dp at 11800 um
* Post-DRT Antenna Nets at 0
* Final Hold Viols at 0
* Final WL at 17400 um
* Total Power at 2.64 mW
* Vias in the first global route at 4995
* Cts hold-fix bufs at 0
* Setup Skew at 0.0113 ns
* Outcome: completed
* Share of layout cells above drive strength 1 at 28.6%
* XORs/XNORs by Area at 6.37%
* Crit. End Element: flop
* Final RePlAce weighted congestion at 0.825
* Fin. max-slew vios at 0
* CP max FO at 56
* CP startpoint kind: input port
* Avg Inst Size Synth at 17.2 um^2
* Via count at 4805
* Total GRT Usage at 17.0%
* Pwr dens at 230 nW/um^2
* Core ar. at 21300 um^2
* Placement row count at 53
* Count of cell types in the netlist at 26
* CTS Sinks at 200
* Min Tclk post-route at 4.37 ns
* Max Cap Viol at 0
* Port Buffers at 195
* Initial antenna violation count at 1
* Post-route DRC at 0
* MUX share of area at 24.7%
* Clk buf depth at 2
* WL per Instance at 17.4 um
* Unrepaired setup endpoints after global routing: false
* Max IR drop VDD at 123 uV
* Largest net degree at the start of global routing at 58
* Tool warnings at 25
* Cell area leaders: edfxtp_1 (44%), mux2_2 (21%), dfrtp_1 (20%), xnor2_1 (6.4%), mux2_1 (3.5%)
* Detailed Route Iter0 Violations at 179
* Top_reg_cell synth: edfxtp_1
* Leakage at 4.23 nW
* Fmax at 0.229 GHz
* Worst Path Arrival at 4.42 ns
* Htree depth at 4
* Io pins at 196
* Die X at 150 um
* Post-CTS sizing at 0
* Die height at 150 um
* Number of enable flip-flop cells at 128
* Area Growth Syn to Fin at 30.7%
* HP Class: reg -> reg
* CP Data Required Time at 11.65 ns
* Top cell type's share of synthesized area at 43.7%
* Initial Util at 41.3%
* First-pass GRT wire length at 27500 um
* Root Buffer: clkbuf_16
* Post-CTS Repair Setup Buffers at 0
* Fa+ha+maj area frac at 0.142%
* CTS Buf Count at 17
* Flops after synth at 200
* Crit Path Category: in -> reg
Yosys cell counts, drive strengths merged (2+ instances only):
master  count
o21ai       5
xnor2      64
nand3       3
buf        22
dfrtp      71
nor2        4
a22o        4
inv         2
edfxtp    128
nand2       7
mux2      192
cell usage in the layout, fill, tap and decap left out, drive strengths merged:
master	instances
o311a	1
dfrtp	71
xnor2	64
diode	1
nand2	7
buf	6
ha	1
clkdlybuf4s50	195
nand3b	1
nand3	3
inv	3
nor2	4
clkbuf	22
a22o	4
o211ai	1
mux2i	1
clkinvlp	2
a21oi	1
dfstp	1
edfxtp	128
and3	1
bufinv	1
mux2	192
nand2b	1
a21o	1
o21ai	5
clkinv	6
worst paths after layout:
path,start,to,slack (ns),cells after the start
max,start_i,L[14]$_DFFE_PP_,7.23,5
min,done_o$_DFFE_PP0P_,done_o$_DFFE_PP0P_,0.48,1
min reg2reg,done_o$_DFFE_PP0P_,done_o$_DFFE_PP0P_,0.48,1
max in group asynchronous,reset,state[2]$_DFF_PP0_,8.14,3
min in group asynchronous,reset,round_ctr[1]$_DFFE_PP0P_,2.31,2
max reg2reg,state[2]$_DFF_PP0_,L[14]$_DFFE_PP_,9.03,3
worst max-delay path, stage by stage:
cell and delay (ns):
clkdlybuf4s50_1 0.56, nand2b_1 0.20, o21ai_1 0.17, nor2_4 0.44, buf_4 0.67
kinds of logic after synthesis:
family	after synthesis
muxes	193
DFF	200
xor gates and xnor gates	64
adders and majority gates	1
and+or+nand+nor	17
AOI/OAI and AO/OA	13
buffers and inverters	24
layer usage:
metal  GRT usage [%]  vias up  wire length (um)  part of all wire (%)
met5               0        -                 0                     0
met4            1.46        0               166                  0.95
met3            7.42       10              1970                    11
met2            23.7      171              7570                    44
met1            27.5     2331              7690                    44
li1                -     2293                 -                     -
layout make-up:
cell class,count,area [um^2]
tap,275,344
multi-input combinational,288,2930
timing repair buffer,201,2000
clock buffer,22,464
antenna,1,2.50
fill,1669,9790
clock inverter,10,98.8
inverter,2,8.76
sequential,200,5650
per-stage QoR:
| step | instances | setup slack, ns | utilization, % | hold slack, ns | instance area (um^2) |
|---|---|---|---|---|---|
| 2_1_floorplan | 512 | 3.07 | - | 0.430 | 8800 |
| 5_1_grt | 998 | 7.07 | 54.0 | 0.504 | 11500 |
| 4_1_cts | 998 | 7.21 | 54.0 | 0.485 | 11500 |
| 6_report | 999 | 7.23 | 54.0 | 0.479 | 11500 |
| 3_5_place_dp | 966 | 6.78 | 51.3 | 0.470 | 10900 |
| 3_3_place_gp | 966 | 6.82 | 51.3 | 0.465 | 10900 |
power breakdown:
group / switching, mW / total (mW) / leakage (nW) / internal (mW)
logic: 0.276 / 0.850 / 1.82 / 0.574
registers: 0.157 / 1.23 / 2.14 / 1.07
clock network: 0.253 / 0.563 / 0.271 / 0.310
total: 0.687 / 2.64 / 4.23 / 1.95
Power is estimated from default activity; no workload was simulated.
